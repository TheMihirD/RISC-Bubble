$ cat run.sh
#!/bin/bash
# OpenROAD 26Q1-2900-gdf79404cd8, Yosys 0.63+post, stock flow scripts
make -C /OpenROAD-flow-scripts/flow DESIGN_CONFIG=/design/flow/config.mk WORK_HOME=/design/flow/orfs finish
$ cat config.mk
export PLATFORM = sky130hd
export DESIGN_NAME = cpu
export DESIGN_NICKNAME = cpu
export VERILOG_FILES = /design/flow/design.v
export SDC_FILE = /design/flow/constraint.sdc
export NUM_CORES = 4
export LEC_CHECK = 1
export CORE_UTILIZATION = 40
$ cat constraint.sdc
current_design cpu

set clk_period 13.4
set clk_io_pct 0.2

create_clock -name clk0 -period $clk_period [get_ports {clk}]

set non_clock_inputs [all_inputs -no_clocks]
set_input_delay [expr $clk_period * $clk_io_pct] -clock clk0 $non_clock_inputs
set_output_delay [expr $clk_period * $clk_io_pct] -clock clk0 [all_outputs]
$ cat design.v
module instruction_fetch(input wire [15:0] mem_addr, output reg[31:0] ins, input clk );
reg [31:0]ins_address[31:0];
initial begin
  ins_address[0] = {6'b000000,5'b00001,5'b00010,5'b00000,5'b00000,6'b100000};   
  ins_address[1] = {6'b000000,5'b00001,5'b00010,5'b00000,5'b00000,6'b100010};   
  ins_address[2] = {6'b000000,5'b00001,5'b00010,5'b00000,5'b00000,6'b100001};  
  ins_address[3] = {6'b000000,5'b00001,5'b00010,5'b00000,5'b00000,6'b100011};  
  ins_address[4] = {6'b000010,5'b00001,5'b00000,16'd1000};  
  ins_address[5] = {6'b000001,5'b00001,5'b00000,16'd1000};  
  ins_address[6] = {6'b001100,5'b00001,5'b00010,5'b00000,5'b00000,6'b100100};  
  ins_address[7] = {6'b001100,5'b00001,5'b00010,5'b00000,5'b00000,6'b100101};  
  ins_address[8] = {6'b001101,5'b00001,5'b00000,16'd1000}; 
  ins_address[9] = {6'b001011,5'b00001,5'b00000,16'd1000}; 
  ins_address[10] = {6'b001111,5'b00001,5'b00010,5'b00000,5'd10,6'b000000};   
  ins_address[11] = {6'b001010,5'b00001,5'b00000,5'b00000,5'd10,6'b000010};   
  ins_address[12] = {6'b100001,5'b00001,5'b00000,16'd10};   
  ins_address[13] = {6'b100000,5'b00001,5'b00000,16'd10};  
  ins_address[14] = {6'b010100,5'b00001,5'b00000,16'd10};   
  ins_address[15] = {6'b010101,5'b00001,5'b00000,16'd10};  
  ins_address[16] = {6'b010111,5'b00001,5'b00000,16'd10};  
  ins_address[17] = {6'b010001,5'b00001,5'b00000,16'd10};  
  ins_address[18] = {6'b010011,5'b00001,5'b00000,16'd10};  
  ins_address[19] = {6'b010101,5'b00001,5'b00000,16'd10};  
  ins_address[20] = {6'b111101,26'd10};  
  ins_address[21] =  {6'b111111,5'b00000,5'b00000,5'b00000,5'b00000,6'b001000}; 
  ins_address[22] =  {6'b111110,5'b00000,5'b00000,5'b00000,5'b00000,6'b001001}; 
  ins_address[23] =  {6'b101000,5'b00001,5'b00010,5'b00000,5'b00000,6'b101010}; 
  ins_address[24] =  {6'b101001,5'b00001,5'b00000,16'd100}; 
end
always@(posedge clk)begin
ins = ins_address[mem_addr];
end
endmodule
module op_decode(
    input wire[31:0] ins,
    output reg[2:0] data_path,
    output reg[2:0] type,
    input clk
);
always@(posedge clk)begin
  if(ins[31:26]<6'd3)begin
    data_path<=1;   
    if(ins[5:0]==34 || ins[5:0]==35)begin
    type<= 1;  
    end
    else begin
    type<= 0;  
    end
  end
  else if(ins[31:26]<6'd16 && ins[31:26]>=6'd8)begin
    data_path<=2;   
    if(ins[5:0]==36 || ins[31:26]==13)begin
    type<= 2;
    end
    else if(ins[31:26]==15)begin
    type<= 4;
    end
    else if(ins[31:26]==10)begin
    type<=5;
    end
    else begin
    type<=3;
    end
  end
  else if(ins[31:26]==6'd40 || ins[31:26]==6'd41)begin
    data_path<=3;    
  end
  else if(ins[31:26]==6'd32 || ins[31:26]==6'd33)begin
    data_path<=4;     
    type<=6;
  end
  else if(ins[31:26]>6'd50)begin
    data_path<=5;     
  end
  else begin
    data_path<=6;     
    if(ins[31:26]==20) begin
      type<= 7;    
    end
    else if(ins[31:26]==21)begin
      type<=8;   
    end
    else if(ins[31:26]==23)begin
      type<=9;  
    end
  end
end
endmodule
module alu(arg1,arg2,func_code,out,zero,shamt,clk);
input wire[31:0] arg1,arg2;
input wire[2:0] func_code;
output reg[31:0] out;
output reg zero;
input clk;
input wire[4:0] shamt;
reg jump;
always@(posedge clk) begin
case(func_code)
  0: begin
  out <= arg1 + arg2;
  zero <= 0;    
  end
  1: begin
  out <= arg1 - arg2;   
  zero<= 0;
  end
  2: begin
  out <= arg1 & arg2;   
  zero<=0;
  end
  3: begin
  out <= arg1 || arg2;   
  zero<=0;
  end
  4: begin
  out <= (arg1<<shamt);  
  zero<=0;
  end
  5: begin
  out <= (arg1>>shamt);  
  zero<= 0;
  end
  6: begin              
    if(arg1<arg2)begin
    out<=1;
    zero<=0;
    end
    else begin
    out<=0;
    zero<=0;
    end
  end
  7: begin
    zero<=1;
  end
  8: begin
    zero<=1;
  end
  endcase
end
endmodule
module cpu(pc,clk,pc_out,rs,rt,rd);
input [15:0] pc;
input clk;
wire[31:0] ins;
output reg[15:0] pc_out;
output reg[31:0] rs,rt;
output wire[31:0] rd;
wire[2:0] data_pth;
wire[2:0] type;
wire zero;
reg[31:0] data_memory[31:0];
reg[4:0] shamt;
reg[15:0] offset;
integer  i;
reg jump;
    initial begin
    for(i=0;i<32;i=i+1)begin
      data_memory[i]<=1;
    end
    end
   instruction_fetch inf(pc,ins,clk);
   op_decode op(ins,data_pth,type,clk);
   always@(posedge clk) begin
    if(ins[31:26]==0 || ins[31:26]==12)begin
    rs<=data_memory[ins[25:21]][31:0];
    rt<=data_memory[ins[20:16]][31:0];
    jump<=0;
    end
    else if(ins[31:26]<=2)begin
    rs<=data_memory[ins[25:21]][31:0];
    jump<=0;
    rt<={16'd0,ins[15:0]};
    end
    else if(ins[31:26]==15)begin
       rs<=data_memory[ins[25:21]][31:0];
       jump<=0;
    shamt<= ins[10:6];
    end
    else if(ins[31:26]==10)begin
       rs<=data_memory[ins[25:21]][31:0];
       jump<=0;
    shamt<= ins[10:6];
    end
    else if(type==7)begin
      rs<=data_memory[ins[25:21]][31:0];
      rt<=data_memory[ins[20:16]][31:0];
      if(rs==rt)begin
         jump<=1;
      end
    end
    else if(type==8)begin
      rs<=data_memory[ins[25:21]][31:0];
      rt<=data_memory[ins[20:16]][31:0];
      if(rs!=rt)begin
         jump<=1;
    end
   end
end
   alu al(rs,rt,type,rd,zero,shamt,clk);
   always@(posedge clk)begin
      if(type!=7)begin
     data_memory[ins[15:10]][31:0]<=rd;
      end
      else begin
         if(jump==1 && zero==1)begin
            offset<= (ins[15:0]<<2);
            pc_out = pc + offset;
         end
      end
   end
endmodule
==> run notes <==
Purpose: to document the outcome of synthesis and place and route.

Setup path
The worst-case register-to-register setup slack is 9.30 ns. The nature of the critical path startpoint is an input pin. By startpoint and endpoint, the worst setup path is classified as input pin to register. The critical-path maximum fanout is 23. The worst path required time is 13.62 ns. The worst setup path is captured at a register.

The data arrival time reported for the critical path is 5.54 ns.

Synth
The dominant register cell is sky130_fd_sc_hd__edfxtp_1. Summed over all instances, the cell type with the most area after synthesis is sky130_fd_sc_hd__edfxtp_1. In this run the cell area of the synthesized design comes to 13700 µm². After synthesis, the design contains 1493 cells according to Yosys. The warning tally printed by Yosys for this design is 4. The synthesized area per cell is 9.20 µm².

Of all flip-flops after synthesis, the portion carrying an async set or reset was 0. Per the post-synthesis report, the number of cells in the design is 1493. In this run, synthesis inferred 155 flip-flops with an integrated enable.

For this run, the register share of the synthesized area comes to 0.377. By area the synthesized netlist is led by sky130_fd_sc_hd__edfxtp_1, sky130_fd_sc_hd__ha_1, sky130_fd_sc_hd__a21oi_1. In the Yosys stats the netlist draws on 91 distinct library cells. The synthesis-stage register bit count is 181. The synthesized netlist has a Yosys-reported chip area of 13700 µm². The share of synthesized area in the top cell type comes to 0.339.

Finish
The number of inserted filler cells in the final layout is 3158. The area of the multi-input gates is 7850 µm². Of the cells placed in the final design, the portion with a size suffix greater than 1 is 0.0752. The final report gives the standard cell area, fillers excluded, as 16000 µm². The layout overhead on the synthesized area is 16.4%. Leaving out fill and tap cells, the most frequent cell in the layout is sky130_fd_sc_hd__edfxtp_1.

Leaving out fill and tap cells, the most frequent cells in the layout are sky130_fd_sc_hd__edfxtp_1, sky130_fd_sc_hd__clkdlybuf4s50_1, sky130_fd_sc_hd__nand2_1, sky130_fd_sc_hd__a21oi_1, sky130_fd_sc_hd__nor2_1. The area taken by flip-flops and latches is 5170 µm².

Run
The tool warning count is 61. The number of maximum-capacitance violations recorded for the run is 0.

Place
The worst-case setup slack after placement is 7.64 ns. The total cell area at the placement stage is 15400 µm². The final weighted congestion in routability-driven placement is 1.01. The wire-length estimate of the detail-placed layout is 36.5 mm.

The placement report lists the number of port buffers as 128.

Routing
The first detailed-routing pass took 8 iterations. Per the detail_route report, inserted antenna diodes total 0. For this block, the via count after detailed routing is 12303. The total DRC errors in the routed layout is 0. In this run the remaining antenna-violating nets after routing total 0. Per the log, the first TritonRoute iteration ended with a DRC count of 1151.

The average via count per standard cell is 6.06. The average wire length per cell after detail routing is 24.2 µm. The overall routed net length is 49.1 mm.

Power and ir drop
For this design the total switching power over the nets is 0.000830 W. The relative contribution of combinational cells to total power is 0.375. The switching part of the total power is 0.363.

The share of total power dissipated in the clock network is 0.224. Of the total power, registers draw 0.401. The flow reported a cell area power density of 143 nW/µm². The worst vdd rail ir drop is 98.1 µV.

In this run the static leakage power is 6.05 nW. The total internal power is 0.00146 W.

Final timing
Looking at the max-slew report, the worst-margin pin has a slew of 0.945 ns. The final setup slack of the worst path is 8.07 ns. Post-route period utilization is reported as 0.398. The normalized max-slew margin is 0.364. The count of endpoints failing setup in the final report is 0. The worst path needs 5.33 ns of the cycle, external delays included. For reference, the final report shows the hold violation count at 0.

The maximum frequency from static timing analysis is 0.188 GHz. Setup repair after global routing left no endpoint under its margin. For the final routed database, the setup TNS stands at 0 ns. The final clock skew is 0.0159 ns. The number of pins exceeding their max-slew limit in the final report is 0.

Floorplanning
The chip occupies 35100 µm². The area of the core is 33600 µm². 129 I/O pins were placed. The starting density of the core is 0.409. According to the floorplan log, the row count is 67. The die outline width is 187 µm. The chip height is 187 µm.

GRT
The number of global-route vias before repair is 11775. The number of antenna violations at the first check in global routing is 0. Overall routing resource usage recorded by global route was 0.294. The pin count of the biggest net entering global routing is 77. The global route stage reports its total congestion overflow as 0. The wire length of the first global-routing pass is 74.3 mm.

Worst hold path
The worst hold-check path type is register to register.

Clocking
For this design, the sink count on the clock tree is 181. The post-cts hold-fix buffer tally is 0. The H-tree generated during clock tree synthesis spans 4 levels. The registers of the reported paths see a clock transition of 0.07 ns. CTS reports a maximum clock tree buffer depth of 2. Looking at the post-CTS report, the setup buffer insertion count equals 0. The count of instances resized after the clock tree is built is 0. As reported, the later end of the worst-skew pair has a clock insertion delay of 0.47 ns. Buffers inserted during clock tree synthesis total 17. The clock tree root driver cell is sky130_fd_sc_hd__clkbuf_16. TritonCTS built the clock tree.

Run status
The run finished with clean final reports.
[kinds of logic (layout without fill, tap and decap cells)]
group | after synthesis | after routing | synth area share
flops | 181 | 181 | 0.377
xor+xnor | 36 | 36 | 0.0230
compound gates | 470 | 470 | 0.234
fa+ha+maj | 81 | 81 | 0.0754
mux | 79 | 79 | 0.0703
simple gates | 463 | 463 | 0.167
buf+inv | 183 | 272 | 0.0537
[synthesized netlist by cell type (12+ instances only)]
cell,instances
sky130_fd_sc_hd__mux2i_1,47
sky130_fd_sc_hd__xnor2_1,32
sky130_fd_sc_hd__o22ai_1,13
sky130_fd_sc_hd__ha_1,78
sky130_fd_sc_hd__o221ai_1,16
sky130_fd_sc_hd__mux4_2,12
sky130_fd_sc_hd__a211oi_1,19
sky130_fd_sc_hd__a31oi_1,17
sky130_fd_sc_hd__nand4_1,17
sky130_fd_sc_hd__nor3_1,17
sky130_fd_sc_hd__nor4_1,22
sky130_fd_sc_hd__a21o_1,26
sky130_fd_sc_hd__o21a_1,12
sky130_fd_sc_hd__clkbuf_1,53
sky130_fd_sc_hd__nand2_1,125
sky130_fd_sc_hd__nor2_1,115
sky130_fd_sc_hd__and2_1,29
sky130_fd_sc_hd__mux2_2,19
sky130_fd_sc_hd__a21oi_1,122
sky130_fd_sc_hd__inv_1,82
sky130_fd_sc_hd__buf_2,28
sky130_fd_sc_hd__nand2b_1,24
sky130_fd_sc_hd__edfxtp_1,155
sky130_fd_sc_hd__o21ai_1,14
sky130_fd_sc_hd__o21ai_0,81
sky130_fd_sc_hd__a221oi_1,15
sky130_fd_sc_hd__nor2b_1,52
sky130_fd_sc_hd__nand3_1,18
sky130_fd_sc_hd__o211ai_1,22
sky130_fd_sc_hd__dfxtp_1,26
sky130_fd_sc_hd__o31ai_1,13
[registers in the layout, indices dropped and copies added (netlist names)]
| register | flops |
|---|---|
| rt | 32 |
| op.type | 8 |
| shamt | 3 |
| data_memory | 32 |
| rs | 32 |
| pc_out | 16 |
| inf.ins | 16 |
| jump | 1 |
| offset | 8 |
| al.zero | 1 |
| al.out | 32 |
[critical path, cell delays in order]
cell,delay (ns)
sky130_fd_sc_hd__clkdlybuf4s50_1,0.94
sky130_fd_sc_hd__ha_1,0.39
sky130_fd_sc_hd__nor2b_1,0.14
sky130_fd_sc_hd__o21ai_0,0.26
sky130_fd_sc_hd__a21oi_1,0.14
sky130_fd_sc_hd__o21a_1,0.20
sky130_fd_sc_hd__o21a_1,0.18
sky130_fd_sc_hd__o21ai_0,0.26
sky130_fd_sc_hd__nand2_1,0.10
sky130_fd_sc_hd__a21oi_1,0.18
sky130_fd_sc_hd__xnor2_1,0.07
[power groups by stage]
| stage | logic [W] | registers, W | clock network (W) |
|---|---|---|---|
| finish | 0.000859 | 0.000918 | 0.000512 |
| global route | 0.000933 | 0.000937 | 0.000550 |
| CTS | 0.000851 | 0.000919 | 0.000525 |
[through the flow]
stage               power, W  std cells  hold slack [ns]  utilization
floorplan            0.00140       1493            0.394            -
global placement     0.00178       1998            0.433        0.457
detailed placement   0.00177       1998            0.434        0.457
CTS                  0.00230       2030            0.454        0.475
global route         0.00242       2030            0.466        0.475
finish               0.00229       2030            0.450        0.475
[cell type report]
cell class / count / area share
repair buffers: 152 / 0.0915
well taps: 448 / 0.0351
clock buffers: 19 / 0.0298
inverters: 88 / 0.0207
flip-flops and latches: 181 / 0.324
multi-input cells: 1129 / 0.491
clock inverters: 13 / 0.00783
[path summary, 6_finish.rpt]
check                       end  startpoint  cells past startpoint
max reg2reg           al.out[0]      rs[10]                     10
max                  pc_out[12]       pc[4]                     11
min          data_memory[0][14]  al.out[14]                      0
min reg2reg  data_memory[0][14]  al.out[14]                      0
[per-layer routing]
metal / vias to the layer above / part of all wire / GRT usage
li1: 5744 / - / -
met1: 5943 / 0.44 / 0.458
met2: 551 / 0.45 / 0.431
met3: 65 / 0.093 / 0.0764
met4: 0 / 0.024 / 0.0571
met5: - / 0 / 0
Power is estimated from default activity; no workload was simulated.
